==> flow/design.v <==
module DPCM_Predictor (
    input  wire        clk,
    input  wire        rst,
    input  wire        valid_in,
    input  wire [15:0] pixel_in,   
    output reg         valid_out,
    output reg  [16:0] residual    
);
    reg [15:0] prev_pixel;
    wire signed [16:0] pixel_s;
    wire signed [16:0] prev_pixel_s;
    wire signed [16:0] diff;
    assign pixel_s      = {1'b0, pixel_in};
    assign prev_pixel_s = {1'b0, prev_pixel};
    assign diff         = pixel_s - prev_pixel_s;
    always @(posedge clk or posedge rst) begin
        if (rst) begin
            prev_pixel <= 16'd0;
            valid_out  <= 1'b0;
            residual   <= 17'sd0;
        end else begin
            valid_out <= valid_in;
            if (valid_in) begin
                residual <= diff;
                prev_pixel <= pixel_in;
            end
        end
    end
endmodule
module LWIR_Lossless_Compression (
    input  wire        clk,
    input  wire        rst,
    input  wire        valid_in,
    input  wire [15:0] pixel_in,
    output wire        valid_out,
    output wire [31:0] stream_out
);
    wire        dpcm_valid;
    wire [16:0] dpcm_residual;
    DPCM_Predictor inst_dpcm (
        .clk       (clk),
        .rst       (rst),
        .valid_in  (valid_in),
        .pixel_in  (pixel_in),
        .valid_out (dpcm_valid),
        .residual  (dpcm_residual)
    );
    RLE_Encoder inst_rle (
        .clk       (clk),
        .rst       (rst),
        .valid_in  (dpcm_valid),
        .data_in   (dpcm_residual),
        .valid_out (valid_out),
        .data_out  (stream_out)
    );
endmodule
module RLE_Encoder (
    input  wire        clk,
    input  wire        rst,
    input  wire        valid_in,
    input  wire [16:0] data_in,      
    output reg         valid_out,
    output reg  [31:0] data_out      
);
    reg [14:0] zero_count;
    always @(posedge clk or posedge rst) begin
        if (rst) begin
            valid_out  <= 1'b0;
            data_out   <= 32'd0;
            zero_count <= 15'd0;
        end else begin
            valid_out <= 1'b0;
            if (valid_in) begin
                if (data_in == 17'sd0) begin
                    if (zero_count < 15'h7FFF) begin
                        zero_count <= zero_count + 1'b1;
                    end else begin
                        zero_count <= 15'h7FFF;
                    end
                end else begin
                    valid_out <= 1'b1;
                    data_out  <= {zero_count, data_in};
                    zero_count <= 15'd0;
                end
            end
        end
    end
endmodule
==> flow/run.sh <==
#!/bin/bash
# OpenROAD 26Q1-2900-gdf79404cd8, Yosys 0.63+post, stock flow scripts
make -C /OpenROAD-flow-scripts/flow DESIGN_CONFIG=/design/flow/config.mk WORK_HOME=/design/flow/orfs finish
==> flow/config.mk <==
export PLATFORM = sky130hd
export DESIGN_NAME = LWIR_Lossless_Compression
export DESIGN_NICKNAME = LWIR_Lossless_Compression
export VERILOG_FILES = /design/flow/design.v
export SDC_FILE = /design/flow/constraint.sdc
export NUM_CORES = 4
export LEC_CHECK = 1
export CORE_UTILIZATION = 40
==> flow/constraint.sdc <==
current_design LWIR_Lossless_Compression

set clk_period 4.9
set clk_io_pct 0.2

create_clock -name clk0 -period $clk_period [get_ports {clk}]

set non_clock_inputs [all_inputs -no_clocks]
set_input_delay [expr $clk_period * $clk_io_pct] -clock clk0 $non_clock_inputs
set_output_delay [expr $clk_period * $clk_io_pct] -clock clk0 [all_outputs]
==> reports/qor.yml <==
ys_area_um2: 4179
antenna_found_initial: 0
slew_violations: 0
slew-limit-headroom_pct: 55.33
ir_drop_mv: 0.1402
worst_pin_slew_ps: 667.6
startpoint_type: "input pin"
drive_gt1_share_pct: 10.93
root_buffer: "clkbuf_8"
drc_errors: 0
status: "completed"
fin_crit_ps: 2961
crit_required_ps: 5150
comb_power_share_pct: 21.5
grt_pass1_wl_um: 14850
numCtsBuffers: 9
synthesis.area_um2: 4179
dr.pass1.iters: 4
post_cts_buffers: 0
powerDensity_nw_per_um2: 321.6
avgSynthCellArea_um2: 9.719
clkPwrFrac_pct: 27.8
final_core_util_pct: 50.14
place_congestion: 0.8408
die_y_um: 104.2
hold_path.class: "reg -> reg"
post_cts_resized: 0
most-common-layout-cells: "dfrtp_1 (82), nand2_1 (57), o21ai_0 (56), clkdlybuf4s50_1 (51), inv_1 (30)"
p_leak_nw: 2.116
clkLatencyLatePin_ps: 360
ys_async_sr_fraction_pct: 100.0
ys_warn_count: 2
holdWs_ps: 482.4
vias_per_cell: 5.273
cap_violations: 0
rsz0062_at_grt: "no"
power.share.switching_pct: 29.50
overflow: 0
final_common_cell: "dfrtp_1"
hpwlAfterDp_um: 6134
core_area_um2: 9955
edf_count: 0
arrival_ps: 3210
die-width_um: 104.2
p_sw_uw: 473.5
initCoreUtil_pct: 41.98
cts_hold_buf: 0
p_seq_share_pct: 50.7
finalHoldViolations: 0
cts_tree: "built"
ant_nets: 0
critical_path_class: "in -> reg"
synth_cell_types: 51
skew_ps: 14.88
dieArea_um2: 10860
rows: 36
internal-power_mw: 1.131
ys_seq_share_pct: 49.10
wl_per_cell_um: 13.88
area_growth_syn_to_layout_pct: 19.43
clock-sinks: 82
synthFlopType: "dfrtp_1"
grt_max_degree: 53
placed_area_um2: 4816
fmax_ghz: 0.3377
numSynthFlops: 82
crit_fanout: 5
finalClockPeriodUsage_pct: 60.43
htreeDepth: 3
dr.first_iter.drc_count: 107
ios: 52
fin_setup_tns_ps: 0
post-route-cell-area_um2: 4991
tool_warnings: 25
grt_pass1_vias: 3052
numPortBuffers: 51
vias: 3259
drt_wl_total_um: 8580
track_usage_pct: 17.17
path_clk_slew_ps: 90
setup_viol: 0
syn_inst: 430
n_antenna_cell: 0
cp-end-kind: "flip-flop"
clock_path_buffers: 2
yosysCellCount: 430
==> per-stage QoR <==
step / setup slack [ps] / instances / power (mW)
after CTS: 1919 / 618 / 1.634
after global placement: 1602 / 602 / 1.170
after floorplan: 1812 / 430 / 1.016
final: 1939 / 618 / 1.605
after global routing: 1817 / 618 / 1.705
after detailed placement: 1546 / 602 / 1.174
==> kinds of logic (layout without fill, tap and decap cells) <==
family,count (synthesis),count (layout),share of synthesized area [%]
compound gates,127,127,18.98
buf+inv,49,104,4.850
flops,82,82,49.10
simple gates,125,125,13.92
fa+ha+maj,18,18,5.569
xor+xnor,4,4,0.8385
mux,25,25,6.737
==> critical path, cell delays in order <==
cell,delay (ps)
clkdlybuf4s50_1,470
inv_1,40
ha_1,210
fa_1,410
nor2b_1,170
o211ai_1,190
a211oi_2,400
o21ai_0,130
a22o_1,210
==> cell usage after synthesis, types with 5 or more instances <==
library cell   n  area (um^2)
o21a_1         6        45.04
inv_1         31        116.4
dfrtp_1       82         2052
a21oi_1       25        125.1
nand2_1       57        214.0
mux2_2        25        281.5
ha_1          17        212.7
o21ai_0       56        280.3
nor2_1        22        82.58
nand4_1       10        62.56
clkbuf_1      11        41.29
nor3_1         5        25.02
nand3_1       10        50.05
nor4_1         5        31.28
==> state kept, by name (all words and copies together) (netlist names) <==
signal                count
inst_dpcm.prev_pixel     16
inst_dpcm.residual       17
inst_dpcm.valid_out       1
inst_rle.data_out        32
inst_rle.valid_out        1
inst_rle.zero_count      15
==> path summary, 6_finish.rpt <==
path,start,end,slack (ps),cells after the start
max in group asynchronous,rst,inst_dpcm.residual[12],2880,3
setup / recovery,pixel_in[0],inst_dpcm.residual[16],1940,9
hold reg to reg,inst_rle.data_out[27],inst_rle.data_out[27],480,2
min in group asynchronous,rst,inst_rle.valid_out,970,2
hold / removal,inst_rle.data_out[27],inst_rle.data_out[27],480,2
setup reg to reg,inst_dpcm.residual[0],inst_rle.data_out[13],2390,5
==> final cells by class <==
| type | instances | area, um^2 |
|---|---|---|
| multi-input cells | 299 | 1932 |
| flip-flops and latches | 82 | 2052 |
| repair buffers | 55 | 540.5 |
| fillers | 900 | 4964 |
| inverters | 33 | 125.1 |
| well taps | 133 | 166.4 |
| clock inverters | 7 | 51.30 |
| clock buffers | 9 | 123.9 |
==> power by group through the flow <==
stage                 logic (mW)  clock network [mW]  registers, mW
final                      0.345               0.447          0.813
after CTS                  0.348               0.471          0.815
after global routing       0.385               0.496          0.824
==> layer usage <==
layer / wire length, um / track usage, % / share of wire (%)
met1: 4190 / 26.75 / 49
met2: 4062 / 27.05 / 47
met3: 247 / 3.255 / 2.9
met4: 80 / 1.224 / 0.93
met5: 0 / 0 / 0
Power is estimated from default activity; no workload was simulated.
